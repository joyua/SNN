## flow/run.sh

```bash
#!/bin/bash
# OpenROAD 26Q1-2900-gdf79404cd8, Yosys 0.63+post, stock flow scripts
make -C /OpenROAD-flow-scripts/flow DESIGN_CONFIG=/design/flow/config.mk WORK_HOME=/design/flow/orfs finish
```

## flow/config.mk

```make
export PLATFORM = sky130hd
export DESIGN_NAME = neuron_body
export DESIGN_NICKNAME = neuron_body
export VERILOG_FILES = /design/flow/design.v
export SDC_FILE = /design/flow/constraint.sdc
export NUM_CORES = 4
export LEC_CHECK = 1
export CORE_UTILIZATION = 30
```

## flow/constraint.sdc

```tcl
current_design neuron_body

set clk_period 4.6
set clk_io_pct 0.2

create_clock -name clk0 -period $clk_period [get_ports {clk}]

set non_clock_inputs [all_inputs -no_clocks]
set_input_delay [expr $clk_period * $clk_io_pct] -clock clk0 $non_clock_inputs
set_output_delay [expr $clk_period * $clk_io_pct] -clock clk0 [all_outputs]
```

## flow/design.v

```verilog
`timescale 1ns / 1ps
module neuron_body #(
    parameter DATA_WIDTH = 8,
    parameter THRESH = 15,
    parameter THRESH_HIGH = 40,
    parameter OVERSHOOT = 70,
    parameter MAX_VAL = 100,
    parameter LEAK_IDLE = 2,
    parameter LEAK_REF = 20
)(
    input  wire                   clk,
    input  wire                   rst_n,
    input  wire                   in_valid,
    input  wire [DATA_WIDTH-1:0]  in_mac_sum,
    output reg                    out_spike,
    output reg [DATA_WIDTH-1:0]   out_vmem
);
    localparam S_IDLE    = 2'd0;
    localparam S_SPIKE   = 2'd1;
    localparam S_REL_REF = 2'd2;
    localparam S_ABS_REF = 2'd3;
    reg [1:0] state, next_state;
    reg [DATA_WIDTH-1:0] vmem;
    reg [DATA_WIDTH:0] tmp_sum;
    reg [DATA_WIDTH-1:0] vmem_prev;
    always @(*) begin
        next_state = state;
        case (state)
            S_IDLE: begin
                if (vmem >= THRESH)
                    next_state = S_SPIKE;
            end
            S_SPIKE: begin
                next_state = S_ABS_REF;
            end
            S_ABS_REF: begin
                if (vmem <= 70)
                    next_state = S_REL_REF;
            end
            S_REL_REF: begin
                if (vmem == 0)
                    next_state = S_IDLE;
                else if ((vmem >= THRESH_HIGH) && in_valid)
                    next_state = S_SPIKE;
            end
            default: next_state = S_IDLE;
        endcase
    end
    always @(posedge clk or negedge rst_n) begin
        if (!rst_n) begin
            state     <= S_IDLE;
            vmem      <= 0;
            vmem_prev <= 0;
            out_spike <= 1'b0;
        end else begin
            state     <= next_state;
            vmem_prev <= vmem;
            out_spike <= 1'b0;  
            case (state)
                S_IDLE: begin
                    if (in_valid) begin
                        tmp_sum = vmem + in_mac_sum;
                        if (tmp_sum > LEAK_IDLE) begin
                            tmp_sum = tmp_sum - LEAK_IDLE;
                            if (tmp_sum >= MAX_VAL)
                                vmem <= MAX_VAL;
                            else
                                vmem <= tmp_sum[DATA_WIDTH-1:0];
                        end else begin
                            vmem <= 0;
                        end
                    end else begin
                        if (vmem > LEAK_IDLE)
                            vmem <= vmem - LEAK_IDLE;
                        else
                            vmem <= 0;
                    end
                    if ((vmem_prev < THRESH) && (vmem >= THRESH)) begin
                        vmem <= MAX_VAL;
                    end
                end
                S_SPIKE: begin
                    out_spike <= 1'b1;
                    vmem <= MAX_VAL;
                end
                S_ABS_REF: begin
                    if (vmem > LEAK_REF)
                        vmem <= vmem - LEAK_REF;
                    else
                        vmem <= 0;
                end
                S_REL_REF: begin
                    if (in_valid) begin
                        tmp_sum = vmem + in_mac_sum;
                        if (tmp_sum > LEAK_REF) begin  
                            tmp_sum = tmp_sum - LEAK_REF;
                            if (tmp_sum >= MAX_VAL)
                                vmem <= MAX_VAL;
                            else
                                vmem <= tmp_sum[DATA_WIDTH-1:0];
                        end else begin
                            vmem <= 0;
                        end
                    end else begin
                        if (vmem > LEAK_REF)
                            vmem <= vmem - LEAK_REF;
                        else
                            vmem <= 0;
                    end
                    if ((vmem_prev < THRESH_HIGH) && (vmem >= THRESH_HIGH)) begin
                        vmem <= MAX_VAL;
                    end
                end
                default: begin
                    vmem      <= 0;
                    vmem_prev <= 0;
                    out_spike <= 1'b0;
                end
            endcase
        end
    end
    always @(*) begin
        out_vmem = vmem;
    end
endmodule
```

==> results.toml <==
# flow metrics
[yosys]
syn_inst = 275
async_reset_ff_share_pct = 100
ff_type = "dfrtp_1"
syn_area_um2 = 2230
ys_sh_adder_pct = 12.7
edf_count = 0
aoi_share_pct = 28.1
xor_share_pct = 6.29
muxShareOfSynthArea_pct = 0.449
avgSynthCellArea_um2 = 8.10
ys_cells = 275
yosys_area_um2 = 2230
yosysWarnings = 1
ys_types = 58
synth_seq_share_pct = 23.6
ys_sh_simple_pct = 23.6
top_logic_kind = "AND-OR/OR-AND gates"
synth-seq-cells = 21

[cts]
clkTransAtPathRegs_ns = 0.07
cts_resized = 0
hold_buffers = 0
cts_made_buffers = 3
cts_buffer_depth = 2
root_buffer = "clkbuf_8"
insertion_delay_ns = 0.25
cts_tree = "yes"
postCtsSetupRepairBufs = 0
htreeDepth = 1
cts.sinks = 21

[timing]
finalSetupViolations = 0
slew_headroom_pct = 43.4
min_period_over_period_pct = 91.6
finalHoldViolations = 0
clock.fmax_mhz = 237
setup_tns_ns = 0
min_period_ns = 4.21
worst_slack_ns = 0.385
finClkSkew_ns = 0.00196
slew_violations = 0
worst_pin_slew_ns = 0.839
rsz0062_at_grt = "false"

[layout]
drive_gt1_share_pct = 6.85
fin_area_um2 = 2570
regArea_um2 = 527
synthToLayoutAreaGrowth_pct = 15.3
n_fill_cell = 763
combGateArea_um2 = 1590
final_cells = 391

[placement]
pre_cts_slack_ns = 0.171
placed_cell_area_um2 = 2520
gp_congestion = 0.931
io_buffer_count = 19
dp.cells = 387
dp_hpwl_um = 4690

[setup_path]
worstPathArrival_ns = 4.36
required_ns = 4.74
worstSetupEndpointType = "flip-flop"
path_class = "input pin to flip-flop"
r2r_slack_ns = 0.91
start_kind = "input pin"
path_max_fanout = 8

[global_routing]
grt_pass1_wl_um = 9750
grtUsageTotal_pct = 16.3
grt_overflow = 0
grt_max_degree = 22
first_global_vias = 2003
antenna_found_initial = 0

[drt]
wl_per_cell_um = 15.2
routed_wl_um = 5950
drt_first_pass_iters = 4
drc = 0
antenna_cells = 0
vias = 2151
vias_per_cell = 5.50
postRouteAntennaNets = 0
drt-initial-drc-count = 157

[floorplan]
die_w_um = 88.2
fp.coreArea_um2 = 7210
die_h_um = 88.2
chipArea_um2 = 7780
pin_count = 20
initCoreUtil_pct = 30.9
core.rowCount = 31

[status]
status = "completed"

[job]
warnings = 35
drv_cap = 0

[power_and_ir_drop]
power_mw = 2.03
ir_drop_uv = 197
power_leakage_nw = 1.03
p_per_area_nw_per_um2 = 791

[min_path]
min-delay-path-class = "flip-flop to flip-flop"
flip-flops by register name, indices dropped and copies added (netlist names):
name,count
out_spike,1
vmem,8
state,4
vmem_prev,8
cell usage after synthesis, types with 2 or more instances:
library cell | instances | share of area, %
nor2b_1 | 4 | 1.1
o2111ai_1 | 3 | 1.2
a211oi_1 | 4 | 1.3
xor2_1 | 6 | 2.4
o41ai_1 | 2 | 0.79
a21boi_0 | 4 | 1.3
nand4b_1 | 2 | 0.79
o21bai_1 | 4 | 1.3
nor3_1 | 4 | 0.90
a21oi_1 | 13 | 2.9
a311oi_1 | 3 | 1.2
nand4_1 | 2 | 0.56
xnor2_1 | 10 | 3.9
buf_6 | 3 | 1.5
and2_1 | 2 | 0.56
clkbuf_1 | 10 | 1.7
nor2_1 | 27 | 4.5
ha_1 | 21 | 12
o211ai_1 | 5 | 1.7
o21ai_0 | 18 | 4.0
a21o_1 | 5 | 1.7
a22oi_1 | 2 | 0.67
dfrtp_1 | 20 | 22
o221ai_1 | 3 | 1.2
nand2_1 | 21 | 3.5
nand3_2 | 2 | 0.90
a211o_1 | 2 | 0.79
nand3_1 | 12 | 2.7
inv_1 | 12 | 2.0
or3_1 | 4 | 1.1
nor4_1 | 5 | 1.4
or4_1 | 3 | 1.0
a31oi_1 | 3 | 0.84
or2_2 | 4 | 1.1
o21a_1 | 6 | 2.0
a221oi_1 | 2 | 0.79
per-stage QoR:
stage	util, %	hold slack [ns]
CTS	35.6	0.496
finish	35.6	0.489
floorplan	-	0.376
detailed placement	35.0	0.484
global placement	35.0	0.484
global route	35.6	0.524
cells by family (layout without fill, tap and decap cells):
group / Yosys count / after routing
AND/OR/NAND/NOR: 101 / 101
AND-OR/OR-AND: 89 / 89
buffers and inverters: 25 / 42
adder cells (fa/ha/maj): 22 / 22
flip-flops: 21 / 21
XOR/XNOR: 16 / 16
multiplexers: 1 / 1
cell usage in the layout (no fill, tap or decap), types with 4 or more instances in the layout:
| cell | instances |
|---|---|
| nor4_1 | 5 |
| o21ai_0 | 18 |
| xnor2_1 | 10 |
| nor3_1 | 4 |
| nor2_1 | 27 |
| ha_1 | 21 |
| a21o_1 | 5 |
| nand2_1 | 21 |
| clkdlybuf4s50_1 | 19 |
| or3_1 | 4 |
| a211oi_1 | 4 |
| dfrtp_1 | 20 |
| a21oi_1 | 13 |
| o21a_1 | 6 |
| or2_2 | 4 |
| nand3_1 | 12 |
| buf_4 | 7 |
| o21bai_1 | 4 |
| o211ai_1 | 5 |
| nor2b_1 | 4 |
| xor2_1 | 6 |
| inv_1 | 12 |
| a21boi_0 | 4 |
final cells by class:
type,count,area share [%]
clock buffers,3,1.61
clock inverters,1,0.195
inverters,12,1.75
multi-input cells,229,61.7
flip-flops and latches,21,20.5
well taps,99,4.82
repair buffers,26,9.45
path summary, 6_finish.rpt:
kind / to / from / cells past startpoint
min in group asynchronous: vmem_prev[7] / rst_n / 2
max reg2reg: vmem[2] / vmem[0] / 11
min reg2reg: state[0] / state[0] / 2
min: state[0] / state[0] / 2
max: vmem[2] / in_mac_sum[0] / 12
max in group asynchronous: state[0] / rst_n / 2
per-layer routing:
layer / GRT usage [%] / up-vias / routed length [µm]
li1: - / 1062 / -
met1: 22.9 / 1017 / 2720
met3: 1.43 / 6 / 372
met5: 0 / - / 0
met4: 3.81 / 0 / 76
met2: 27.3 / 66 / 2780
report_power, final:
group,switching [mW],leakage [nW],internal (mW)
registers,0.141,0.264,0.253
logic,0.860,0.743,0.661
clock network,0.0573,0.0255,0.0602
total,1.06,1.03,0.974
critical path, cell delays in order:
cell and delay (ns):
clkdlybuf4s50_1 0.41, ha_1 0.25, fa_1 0.42, xnor2_1 0.53, inv_1 0.19, a211oi_1 0.30, nor4_1 0.14, buf_4 0.18
or4_1 0.41, nand3_2 0.18, nand3_2 0.08, a311o_1 0.36
Power and IR drop assume default switching activity.
